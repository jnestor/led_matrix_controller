$ cat flow/run.sh
#!/bin/bash
# OpenROAD 26Q1-2900-gdf79404cd8, Yosys 0.63+post, stock flow scripts
make -C /OpenROAD-flow-scripts/flow DESIGN_CONFIG=/design/flow/config.mk WORK_HOME=/design/flow/orfs finish
$ cat flow/config.mk
export PLATFORM = sky130hd
export DESIGN_NAME = scrollctr
export DESIGN_NICKNAME = scrollctr
export VERILOG_FILES = /design/flow/design.v
export SDC_FILE = /design/flow/constraint.sdc
export NUM_CORES = 4
export LEC_CHECK = 1
export CORE_AREA = 10 10 70 70
export DIE_AREA = 0 0 80 80
$ cat flow/constraint.sdc
current_design scrollctr

set clk_period 2.3
set clk_io_pct 0.2

create_clock -name clk0 -period $clk_period [get_ports {clk}]

set non_clock_inputs [all_inputs -no_clocks]
set_input_delay [expr $clk_period * $clk_io_pct] -clock clk0 $non_clock_inputs
set_output_delay [expr $clk_period * $clk_io_pct] -clock clk0 [all_outputs]
$ cat flow/design.v
module scrollctr (input logic clk, rst, scrollct_clr, scrollct_enb,
                output logic [9:0] scrollct,
                output logic scrollct_done);
   parameter MAX_SCROLL_COL=450;
   assign scrollct_done = (scrollct == MAX_SCROLL_COL);
   always_ff @(posedge clk)
     if (rst || scrollct_clr || scrollct_done) scrollct <= 0;
     else if (scrollct_enb) scrollct <= scrollct + 1;
     else scrollct <= scrollct;
endmodule  
==> qor_table.md <==
| Stage | Item | This run |
|---|---|---|
| status | Outcome | completed |
| synth | Xor/xnor share | 13.3% |
| route | Detailed Route Iter0 Violations | 15 |
| clock network | CTS buffer count | 3 |
| synth | Synthesized area per cell | 9.38 um2 |
| floorplanning | DIE AREA | 6400 um2 |
| synth | Simple-gate area share of the yosys netlist | 35.2% |
| hold path | Classification of the worst-slack hold path | reg2reg |
| synth | Most frequently used flop master after synthesis | dfxtp_1 |
| route | Remaining antenna violation count after routing | 0 |
| synth | Count of different cell masters after synthesis | 20 |
| floorplanning | Die boundary height | 80 um |
| setup path | Crit path capture type | output pin |
| route | Detail-routed via count per cell | 3.60 |
| synth | Ao+oa area frac | 6.19% |
| synth | Share of the synthesized area in the top cell type | 38.1% |
| final timing | Final tally of setup violations | 0 |
| synth | Biggest combinational cell group after synthesis | simple AND/OR/NAND/NOR gates |
| floorplanning | Pre-placement core utilization | 15.4% |
| final timing | Post-Route Setup TNS | 0 ns |
| synth | Sequential cell area fraction in the yosys report | 38.1% |
| setup path | Critical R2R Launch | scrollct[0] |
| floorplanning | Core Region | 3420 um2 |
| synth | Post-Syn Instances | 56 |
| synth | Number of enable flip-flop cells | 0 |
| final timing | Worst Slack Setup Final | 0.128 ns |
| setup path | Data arrival at the endpoint of the critical path | 1.71 ns |
| layout | Number of standard cells in the layout, taps in and fillers out | 121 |
| setup path | Gate family responsible for the most delay along the worst path | buffers and inverters |
| final timing | Minimum clock period | 2.17 ns |
| setup path | Peak fanout along the critical path | 5 |
| final timing | Clock Skew | 0.0103 ns |
| synth | # Cells Yosys | 56 |
| synth | Async SR Flop Fraction | 0% |
| grt | Number of global-route vias before repair | 443 |
| synth | Flip-flop and latch count after synthesis | 10 |
| final timing | Worst hold slack after final layout | 0.539 ns |
| grt | Pin count of the biggest net entering global routing | 9 |
| setup path | Critical Path Source Type | register |
| final timing | Actual slew at the worst max-slew pin | 0.330 ns |
| synth | Largest area contributor in the netlist | dfxtp_1 |
| synth | Number of warnings printed during yosys synthesis | 1 |
| placement | Setup WS pre-CTS | 0.317 ns |
| route | DRC violation count after routing | 0 |
| placement | Final Wtd Congestion | 0.764 |
| final timing | Max-slew headroom | 77.9% |
| synth | Yosys stat chip area | 526 um2 |
| placement | # port buffers | 14 |
| layout | Fill cell total of the finished layout | 386 |
| grt | Global-route wire length before repair | 2.17 mm |
| floorplanning | Chip Width | 80 um |
| floorplanning | Number of placement rows | 21 |
| clock network | # H-tree levels | 1 |
| power and ir drop | Static leakage | 0.234 nW |
| setup path | Critical path class | reg2out |
| synth | Mux frac, synth | 0% |
| route | Top Layer Used | met3 |
| placement | Post-placement cell count | 116 |
| route | Count of inserted antenna diode cells | 0 |
| floorplanning | Count of pins on the block boundary | 15 |
| route | WL met2 | 551 um |
| route | Vias | 435 |
| grt | Antenna violations before repair | 0 |
| placement | Half-perimeter wire length after placement | 1.00 mm |
| setup path | Ordered cell list for the critical path | inv_1 > ha_1 > nor4b_4 > nand2_2 > nor2_1 > clkdlybuf4s50_1 |
| power and ir drop | Worst supply voltage drop on vdd | 0.000157 V |
| final timing | Hold violation total from the final report | 0 |
| layout | Fraction of layout cells with a size suffix above 1 | 21.3% |
| power and ir drop | Total power per unit cell area | 462 nW/um2 |
| clock network | Clock slew at reported path FFs | 0.07 ns |
| clock network | Clock buffer depth | 2 |
| route | Total routed wire length on the met1 layer | 614 um |
| setup path | Sum of buffers and inverters on the critical path | 2 |
| placement | Standard cell area after detailed placement | 726 um2 |
| route | Post-detailed-route wirelength per cell | 10.6 um |
| layout | Post-route cell area | 779 um2 |
| clock network | Number of clock sinks | 10 |
| final timing | Fmax | 0.460 GHz |
| final timing | Number of pins with negative max-slew slack in the final report | 0 |
| clock network | CTS tree | done |
| route | DR WL met3 | 114 um |
| route | Total iterations of the first detailed-routing run | 3 |
| final timing | Period utilisation layout | 94.5% |
| grt | Total routing resource utilization after global routing | 4.21% |
| layout | Largest registers ranked by flip-flop count | scrollct (10) |
| clock network | Cell at the root of the clock tree | clkbuf_4 |
| layout | Largest Register | scrollct |
| setup path | Largest stage delay on the critical path | 0.47 ns |
| synth | Fa+ha+maj area frac | 4.76% |
| synth | Post-Synthesis Cell Area | 526 um2 |
| setup path | Origin of the worst setup path | scrollct[0] |
| layout | Area added between synthesis and finish | 48.3% |
| run | Number of max-cap violations | 0 |
| final timing | Unrepaired setup endpoints after global routing | false |
| hold path | Hold path start | scrollct[8] |
| run | Tool warnings | 26 |
| layout | Largest register FFs | 10 |
| setup path | Crit path max-delay cell type | clkdlybuf4s50_1 |
| route | Routed wire length | 1.28 mm |
| grt | Grt ovf | 0 |
| synth | Top cells by area in the synthesized netlist | dfxtp_1 (38%), nor2_1 (9.3%), xnor2_1 (8.3%), nor3_2 (5.7%), xor2_1 (5.0%) |
| setup path | Required time of the critical path | 1.84 ns |
| clock network | Clock latency on the worst-skew pair | 0.26 ns |
-- Yosys cell counts (all sizes together) (2+ instances only) --
cell type / count
nor2: 14
dfxtp: 10
nand2: 6
xnor2: 5
nand3: 3
nor3: 3
xor2: 3
ha: 2
inv: 2
nand4: 2
-- final timing paths --
kind                                      end  slack [ns]  depth (start not counted)
worst min-delay path              scrollct[8]        0.54                          2
worst min register to register    scrollct[8]        0.54                          2
worst max register to register    scrollct[7]        0.80                          7
worst max-delay path            scrollct_done        0.13                          6
-- layer usage --
layer | track usage (%) | vias to the layer above
met5 | 0 | -
met4 | 0.176 | 0
met3 | 2.50 | 0
met2 | 6.50 | 8
met1 | 5.18 | 202
li1 | - | 225
-- cell type report --
class | count | area (um2) | share of cell area [%]
clock buffers | 4 | 36.3 | 4.65
inverters | 2 | 7.51 | 0.963
multi-input cells | 43 | 322 | 41.3
flip-flops and latches | 10 | 201 | 25.8
well taps | 46 | 57.6 | 7.38
repair buffers | 16 | 155 | 19.9
-- repair_timing --
action / in CTS / in global routing
buffers inserted: 0 / 1
resized: 0 / 2
endpoints found under the setup margin: 0 / 1
hold buffers: 0 / 0
-- cells by family (layout without fill, tap and decap cells) --
family,count (synthesis),in the layout
AND/OR/NAND/NOR,30,30
flip-flops,10,10
XOR/XNOR,8,8
AND-OR/OR-AND,3,3
buffers and inverters,3,22
adder cells (fa/ha/maj),2,2
-- report_power, final --
group / internal (W) / switching, W
sequential: 0.000175 / 0.00000243
combinational: 0.0000141 / 0.0000119
clock: 0.0000960 / 0.0000607
-- metrics by stage --
step	util [%]	power (W)
2_1_floorplan	-	0.000193
3_3_place_gp	21.2	0.000205
3_5_place_dp	21.2	0.000205
4_1_cts	22.3	0.000365
5_1_grt	22.8	0.000383
6_report	22.8	0.000360
-- worst register-to-register path, delay by kind of cell (launching register included) --
kind	cells	cell delay, ns
AOI/OAI and AO/OA	1	0.26
adders and majority gates	1	0.14
buffers and inverters	2	0.22
DFF	1	0.37
and+or+nand+nor	3	0.40
-- layout by cell type, fill, tap and decap left out, types with 3 or more instances in the layout --
cell	Yosys	layout
dfxtp_1	10	9
nand2_1	5	5
xor2_1	3	3
clkbuf_4	0	3
nor2_1	13	13
clkdlybuf4s50_1	0	14
xnor2_1	5	5
nor3_2	3	3
Power figures rest on the tool's default switching activity, not on a simulated workload.
