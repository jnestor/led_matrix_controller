`flow/design.v`:
```
module colctr (
    input logic clk, rst, colct_clr, colct_enb,
    output logic [7:0] col,
    output logic colct_eq_max
    );
    parameter NUM_PANELS = 1;
    localparam MAXCOL = (NUM_PANELS * 32) - 1;
   assign colct_eq_max = (col == MAXCOL);
   always_ff @(posedge clk)
       if (rst || colct_clr ) col <= 0;
       else if (colct_enb) col <= col + 1;
endmodule  
module delayunit(input logic clk, rst, output logic done);
   parameter DELAY_MS = 1;
   parameter DELAY_US = DELAY_MS * 1000;
   parameter DELAY_NS = DELAY_US * 1000;
   parameter CLKPD_NS = 10;   
   parameter DELAY_COUNT_LIMIT = DELAY_NS / CLKPD_NS;
   parameter DELAY_COUNT_BITS = $clog2(DELAY_COUNT_LIMIT);
   logic [DELAY_COUNT_BITS-1:0] q;
   assign done = (q == DELAY_COUNT_LIMIT -1);
   always_ff @(posedge clk)
     if (rst) q <= 0;
     else if (q == DELAY_COUNT_LIMIT-1) q <= 0;
     else q <=  q + 1;
endmodule  
module rowctr (input logic clk, rst, rowct_clr, rowct_enb,
                output logic [2:0] row, disp_row,
                output logic row_eq_7);
   assign row_eq_7 = row  == 7;
   always_ff @(posedge clk)
     if (rst || rowct_clr) 
       begin
          row <= 0;
          disp_row <= 7;
       end
     else if (rowct_enb)
       begin
          disp_row <= row;
          row <= row + 1;
      end
endmodule  
module sclk_r (input logic clk, rst, sclk_r_clr, sclk_r_set,
                output logic sclk);
   always_ff @(posedge clk)
     if (rst || sclk_r_clr) sclk <= 0;
     else if (sclk_r_set) sclk <= 1;
endmodule  
module sequencer (input logic clk, rst,
                  output logic [7:0] col,       
                  output logic [2:0] row,       
                  output logic [2:0] disp_row,  
                  output logic sclk, blank, lat);
   parameter NUM_PANELS = 1;
   logic                        half_enb;   
   logic                        sclk_r_clr, sclk_r_set, colct_clr, colct_enb, colct_eq_max, rowct_clr, rowct_enb, row_eq_7;
   delayunit #(.DELAY_US(5)) U_HALFSCLK (.clk, .rst, .done(half_enb));   
   rowctr U_ROWCTR (.clk, .rst, .rowct_clr, .rowct_enb, .row, .disp_row, .row_eq_7);
   colctr #(.NUM_PANELS(NUM_PANELS)) U_COLCTR (.clk, .rst, .colct_clr, .colct_enb, .col, .colct_eq_max);
   sclk_r U_SCLK_R (.clk, .rst, .sclk_r_set, .sclk_r_clr, .sclk);
   sequencer_fsm U_SEQ (.clk, .rst, .half_enb, .colct_eq_max,
                        .sclk_r_clr, .sclk_r_set, .rowct_clr,
                        .rowct_enb, .colct_clr, .colct_enb, .blank, .lat);
endmodule
module sequencer_fsm (
    input logic clk, rst, half_enb, colct_eq_max,
    output logic sclk_r_clr, sclk_r_set, rowct_clr,
    output logic rowct_enb, colct_clr, colct_enb, blank, lat
    );
parameter NUM_PANELS = 1;
enum logic [2:0] { BLANK2, SCLK_LO, SCLK_HI, BLANK0, BLANK1, LATCH } state, next;
always_ff @(posedge clk)
  if (rst) state <= BLANK2;
  else state <= next;
always_comb
  begin
     sclk_r_clr = 0;
     sclk_r_set = 0;
     rowct_clr = 0;
     rowct_enb = 0;
     colct_clr = 0;
     colct_enb = 0;
     blank = 0;
     lat = 0;
     next = BLANK2;
     case (state)
       SCLK_LO :
          begin
             sclk_r_clr = 1;
             if (half_enb) next = SCLK_HI;
             else next = SCLK_LO;
          end
       SCLK_HI :
          begin
             sclk_r_set = 1;
             if (half_enb)
               begin
                  if (colct_eq_max) next = BLANK0;
                  else
                    begin
                       colct_enb = 1;
                       next = SCLK_LO;
                    end
               end
             else next = SCLK_HI;
          end
       BLANK0 :
          begin
              sclk_r_clr = 1;
              colct_clr = 1;
              if (half_enb) 
                begin
                  rowct_enb = 1;
                  next = BLANK1;
                end
              else next = BLANK0;
          end
       BLANK1 :
          begin
             blank = 1;
             sclk_r_clr = 1;
             colct_clr = 1;
             if (half_enb) next = LATCH;
             else next = BLANK1;
          end
       LATCH :
         begin
            blank = 1;
            lat = 1;
            if (half_enb) next = BLANK2;
            else next = LATCH;
         end
       BLANK2 :
         begin
            blank = 1;
            if (half_enb) next = SCLK_LO;
            else next = BLANK2;
         end 
       default : next = BLANK2;
     endcase
  end
endmodule  
```
`flow/run.sh`:
```
#!/bin/bash
# OpenROAD 26Q1-2900-gdf79404cd8, Yosys 0.63+post, stock flow scripts
make -C /OpenROAD-flow-scripts/flow DESIGN_CONFIG=/design/flow/config.mk WORK_HOME=/design/flow/orfs finish
```
`flow/config.mk`:
```
export PLATFORM = sky130hd
export DESIGN_NAME = sequencer
export DESIGN_NICKNAME = sequencer
export VERILOG_FILES = /design/flow/design.v
export SDC_FILE = /design/flow/constraint.sdc
export NUM_CORES = 4
export LEC_CHECK = 1
export CORE_AREA = 10 10 102 102
export DIE_AREA = 0 0 112 112
```
`flow/constraint.sdc`:
```
current_design sequencer

set clk_period 2.3
set clk_io_pct 0.2

create_clock -name clk0 -period $clk_period [get_ports {clk}]

set non_clock_inputs [all_inputs -no_clocks]
set_input_delay [expr $clk_period * $clk_io_pct] -clock clk0 $non_clock_inputs
set_output_delay [expr $clk_period * $clk_io_pct] -clock clk0 [all_outputs]
```
==> results_slide.txt <==
Synthesis and Place & Route Summary

Die
  • Standard cell core area: 0.00822 mm²
  • Die Width: 112 µm
  • # IOs: 19
  • # rows: 33
  • Die area: 0.0125 mm²
  • Die Y: 112 µm
  • Pre-Place Util: 15.8%

Clock network
  • Clock slew at reported path FFs: 60 ps
  • Clk Tree Root Cell: clkbuf_8
  • CTS buffer count: 5
  • Worst-case clock buffer depth: 2
  • Number of gates resized after CTS: 0
  • TritonCTS Sinks: 30
  • Cts-stage hold buffer count: 0
  • Insertion delay at the late pin of the worst-skew pair: 280 ps
  • Post-CTS setup buffer count: 0
  • CTS tree: built
  • CTS HTree Levels: 2

Drt
  • 1st-pass router iterations: 4
  • Max layer used: met4
  • Met1 wire length: 1790 µm
  • Iter 0 DRT Violations: 75
  • Diodes inserted: 0
  • Residual DRC: 0
  • Drt wl/cell: 11.4 µm
  • Metal3 WL: 150 µm
  • Metal2 WL: 1100 µm
  • Final WL: 3110 µm
  • Final ANT Viol Nets: 0
  • Routed via count: 1,095
  • Vias/cell: 4.00

Logic synthesis
  • Largest area contributor in the netlist: dfxtp_1
  • Post-synth regs: 30
  • Synth warn: 5
  • Area leader share: 46.2%
  • Synthesis area per yosys: 0.00130 mm²
  • Syn Inst Count: 148
  • Avg Inst Size Synth: 8.78 µm²
  • Sequential share of the synthesized area: 46.2%
  • Top area cell types: dfxtp_1 (46%), nor2_1 (5.2%), a21oi_1 (5.0%), nand3_1 (5.0%), nand2_1 (4.6%)
  • Syn Std Cell Area: 0.00130 mm²
  • Distinct cells, synth: 29
  • Yosys Instances: 148

Timing
  • RSZ-0062 raised after global routing: false
  • Fin. Hold Viols: 0
  • Setup ws final: 444 ps
  • Sum Neg Setup Slack: 0 ps
  • Fin crit share: 80.7%
  • Fin crit period: 1860 ps
  • Final setup fails: 0
  • Fmax: 539 MHz
  • Slew Limit Fails: 0
  • Clock Skew: 2.33 ps
  • Slew at the pin with the worst max-slew slack: 614 ps
  • Slew HR: 58.6%

Global routing
  • Grt ovf: 0
  • Vias in the first global route: 974
  • Pin count of the biggest net entering global routing: 18
  • GRT Util Overall: 4.73%
  • First-pass GRT wire length: 5110 µm
  • Initial antenna violation count: 0

Setup path
  • Crit end category: output port
  • Crit-path cells: or3_1 > clkdlybuf4s50_1
  • Max incr delay on CP: 430 ps
  • Slowest-stage cell, CP: clkdlybuf4s50_1
  • Worst-path maximum fanout: 4
  • CP top delay family: buffers and inverters
  • Buf/Inv on CP: 1
  • CP Launch Type: flop
  • Worst Path Required: 1840 ps
  • Crit path DAT: 1400 ps
  • Critical path type: reg -> out

Final layout
  • Fillers: 888
  • Cell area after layout: 0.00169 mm²
  • Layout cells sized above 1: 7.69%
  • Flop area: 601 µm²
  • Syn-to-layout area delta: 30.3%
  • Highest-count logic cell in the final layout: dfxtp_1
  • Logic area: 673 µm²
  • Commonest cells after routing, fill and taps aside: dfxtp_1 (30), nor2_1 (18), clkdlybuf4s50_1 (18), nand2_1 (16)

Hold path
  • Hold Crit Class: reg -> reg

Flow run
  • Count of tool warnings: 25
  • Max Cap Violations: 0

Pwr
  • LEAKAGE: 0.571 nW
  • Power Dens Cells: 564 mW/mm²
  • Worst VDD drop: 0.290 mV

Place
  • Placed cell area: 0.00161 mm²
  • I/O Buffers: 18
  • GP Congestion: 0.806
  • Dpl hpwl: 2270 µm
  • Pre-CTS worst setup slack: 494 ps

Run status
  • Status: complete, no violations
==> final cells by class <==
cell class,count,share of cell area [%]
clock buffer,6,4.87
tap,105,7.75
sequential,30,35.5
multi-input combinational,111,39.7
timing repair buffer,21,12.0
inverter,1,0.222
==> cells in the mapped netlist, drive strengths merged <==
library cell  count
dfxtp            30
nor3              2
nand4             4
nor4              2
nor3b             1
o21ai             5
or4               3
o21bai            1
xor2              6
inv               1
nand4b            1
and4bb            1
o41a              1
nand2            17
o41ai             1
nor2             18
a21oi            13
or3               4
clkbuf            6
xnor2             4
nand3b            3
nand3            13
nand4bb           1
ha                3
and4              3
nand2b            1
o31ai             3
==> stage by stage <==
stage	util, %	total power [mW]	hold slack (ps)	instances
finish	20.6	0.955	448	274
global route	20.6	1.00	476	274
CTS	20.6	0.970	454	274
detailed placement	19.6	0.562	439	268
global placement	19.6	0.562	440	268
floorplan	-	0.555	413	148
==> power breakdown <==
| group | switching, mW | total (mW) | internal, mW |
|---|---|---|---|
| clock | 0.174 | 0.404 | 0.230 |
| combinational | 0.0127 | 0.0225 | 0.00977 |
| sequential | 0.00411 | 0.528 | 0.524 |
==> state kept, by name (all words and copies together) (netlist names) <==
name and cells:
U_HALFSCLK.q 9, U_COLCTR.col 8, U_SEQ.state 6, U_ROWCTR.disp_row 3
U_ROWCTR.row 3, U_SCLK_R.sclk 1
==> layer usage <==
layer	GRT usage, %	vias to the layer above
met1	7.90	491
met4	0.931	0
met2	5.63	28
met5	0	-
li1	-	571
met3	1.30	5
==> final timing paths <==
path / start / to / slack [ps] / cells past startpoint
hold reg to reg: U_SEQ.state[3] / U_SCLK_R.sclk / 450 / 1
setup reg to reg: U_COLCTR.col[0] / U_COLCTR.col[1] / 490 / 5
setup / recovery: U_SEQ.state[4] / blank / 440 / 2
hold / removal: U_SEQ.state[3] / U_SCLK_R.sclk / 450 / 1
==> cell families (layout without fill, tap and decap cells) <==
logic type	after synthesis	in the layout	share of synthesized area [%]
simple gates	74	74	30.8
flops	30	30	46.2
compound gates	24	24	11.4
xor+xnor	10	10	6.74
buf+inv	7	28	2.02
fa+ha+maj	3	3	2.89
No activity file was given, so power comes from the tool's default toggle rates.
