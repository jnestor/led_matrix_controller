==> ./design.v <==
module debounce(input logic clk, pb, output logic pb_debounced);
   parameter CLKFREQ = 10000000;     
   parameter DEBOUNCE_MS = 10;   
   parameter CTRBITS = $clog2(DEBOUNCE_MS*CLKFREQ/1000);
   logic pb_q1, pb_q2, pb_edge, carry;
   logic [CTRBITS:0] count;   
   assign carry = count[CTRBITS];
   always_ff @(posedge clk)
     begin
	pb_q1 <= pb;
	pb_q2 <= pb_q1;
	if (carry) pb_debounced <= pb_q2;
     end
   assign pb_edge = pb_q1 ^ pb_q2;   
   always_ff @(posedge clk)
     if (pb_edge) count <= '0;
     else if (!carry) count <= count + 1;
endmodule  
module digit_ctr (input logic clk, rst, enb_digit_ctr,
		  output logic [3:0] digit_ct);
   logic 			     digit_ctr_done;
   assign digit_ctr_done = (digit_ct == 9);
   always_ff @(posedge clk)
     if (rst) digit_ct <= 0;
     else if (enb_digit_ctr)
       begin
         if (digit_ctr_done) digit_ct <= 0;
         else digit_ct <= digit_ct + 1;
       end
endmodule  
module digit_generator (input logic [3:0] num,
			input logic [2:0]   numcol_index, num_color,
			output logic [31:0] col_out);
   logic [31:0] 			    col_out_white;
   assign col_out = col_out_white & { 8 {{1'b0, num_color}} };
   always_comb
      case (num)       
	4'd0: begin
	   case (numcol_index)
	     3'd0 : col_out_white = 32'h0ffffff0;
	     3'd1 : col_out_white = 32'hf000000f;
	     3'd2 : col_out_white = 32'hf000000f;	     
	     3'd3 : col_out_white = 32'hf000000f;
	     3'd4 : col_out_white = 32'h0ffffff0;	     
	     3'd5 : col_out_white = 32'h00000000;
	     default : col_out_white = 32'h10100101;  
	   endcase  
	end
	4'd1: begin
	   case (numcol_index)
	     3'd0 : col_out_white = 32'h00000000;
	     3'd1 : col_out_white = 32'hf00000f0;
	     3'd2 : col_out_white = 32'hffffffff;	     
	     3'd3 : col_out_white = 32'hf0000000;
	     3'd4 : col_out_white = 32'h00000000;
	     3'd5 : col_out_white = 32'h00000000;
	     default : col_out_white = 32'h10100101;  
	   endcase  
	end
	4'd2: begin
	   case (numcol_index)
	     3'd0 : col_out_white = 32'hff0000f0;
	     3'd1 : col_out_white = 32'hf0f0000f;
	     3'd2 : col_out_white = 32'hf00f000f;
	     3'd3 : col_out_white = 32'hf000f00f;
	     3'd4 : col_out_white = 32'hf0000ff0;
	     3'd5 : col_out_white = 32'h00000000;
	     default : col_out_white = 32'h10100101;  
	   endcase  
	end
	4'd3: begin
	   case (numcol_index)
	     3'd0 : col_out_white = 32'h0f0000f0;
	     3'd1 : col_out_white = 32'hf000000f;
	     3'd2 : col_out_white = 32'hf000f00f;	     
	     3'd3 : col_out_white = 32'hf000f00f;
	     3'd4 : col_out_white = 32'h0fff0ff0;
	     3'd5 : col_out_white = 32'h00000000;
	     default : col_out_white = 32'h10100101;  
	   endcase  
	end
	4'd4: begin
	   case (numcol_index)
	     3'd0 : col_out_white = 32'h0000ffff;
	     3'd1 : col_out_white = 32'h0000f000;
	     3'd2 : col_out_white = 32'h0000f000;	     
	     3'd3 : col_out_white = 32'h0000f000;
	     3'd4 : col_out_white = 32'hffffffff;
	     3'd5 : col_out_white = 32'h00000000;
	     default : col_out_white = 32'h10100101;  
	   endcase  
	end
	4'd5: begin
	   case (numcol_index)
	     3'd0 : col_out_white = 32'h0f00ffff;
	     3'd1 : col_out_white = 32'hf000f00f;
	     3'd2 : col_out_white = 32'hf000f00f;
	     3'd3 : col_out_white = 32'hf000f00f;
	     3'd4 : col_out_white = 32'h0fff000f;
	     3'd5 : col_out_white = 32'h00000000;
	     default : col_out_white = 32'h10100101;  
	   endcase  
	end
	4'd6: begin
	   case (numcol_index)
	     3'd0 : col_out_white = 32'h0ffff000;
	     3'd1 : col_out_white = 32'hf000ff00;
	     3'd2 : col_out_white = 32'hf000f0f0;	     
	     3'd3 : col_out_white = 32'hf000f00f;
	     3'd4 : col_out_white = 32'h0fff0000;
	     3'd5 : col_out_white = 32'h00000000;
	     default : col_out_white = 32'h10100101;  
	   endcase  
	end
	4'd7: begin
	   case (numcol_index)
	     3'd0 : col_out_white = 32'h0000000f;
	     3'd1 : col_out_white = 32'hff00000f;
	     3'd2 : col_out_white = 32'h00ff000f;	     
	     3'd3 : col_out_white = 32'h0000ff0f;
	     3'd4 : col_out_white = 32'h000000ff;
	     3'd5 : col_out_white = 32'h00000000;
	     default : col_out_white = 32'h10100101;  
	   endcase  
	end
	4'd8: begin
	   case (numcol_index)
	     3'd0 : col_out_white = 32'h0fff0ff0;
	     3'd1 : col_out_white = 32'hf000f00f;
	     3'd2 : col_out_white = 32'hf000f00f;	     
	     3'd3 : col_out_white = 32'hf000f00f;
	     3'd4 : col_out_white = 32'h0fff0ff0;
	     3'd5 : col_out_white = 32'h00000000;
	     default : col_out_white = 32'h10100101;  
	   endcase  
	end
	4'd9: begin
	   case (numcol_index)
	     3'd0 : col_out_white = 32'h00000ff0;
	     3'd1 : col_out_white = 32'h0000f00f;
	     3'd2 : col_out_white = 32'h0000f00f;	     
	     3'd3 : col_out_white = 32'h0000f00f;
	     3'd4 : col_out_white = 32'hfffffff0;
	     3'd5 : col_out_white = 32'h00000000;
	     default : col_out_white = 32'h10100101;  
	   endcase  
	end
	default: begin
	   case (numcol_index)       
	     3'd0 : col_out_white = 32'h40404040;
	     3'd1 : col_out_white = 32'hf0202020;
	     3'd2 : col_out_white = 32'h40404040;
	     3'd3 : col_out_white = 32'h02020202;
	     3'd4 : col_out_white = 32'h40404040;
	     3'd5 : col_out_white = 32'h02020202;
	     default : col_out_white = 32'h10100101;  
	   endcase  
	end
      endcase  
endmodule  
module num_writer (input logic clk, rst, nextbtn,
           input logic [2:0] num_color,
		   output logic numcol_we,
		   output logic [31:0] numcol_out,
		   output logic [9:0] numcol_addr,
		   output logic [3:0] digit);
   parameter NUMCOL_OFFSET = 172;
   logic 			      nextbtn_db, nextbtn_pulse, enb_digit_ctr;
   logic 			      clr_numcol_ctr, enb_numcol_ctr, numcol_done;
   logic [3:0] 			      digit_ct;
   logic [2:0] 			      numcol_ct;
   debounce U_DB (.clk, .pb(nextbtn), .pb_debounced(nextbtn_db));
   single_pulser U_SP (.clk, .din(nextbtn_db), .d_pulse(nextbtn_pulse));
   num_writer_fsm U_NWFSM (.clk, .rst, .nextbtn_pulse, .numcol_done,
                  .clr_numcol_ctr, .enb_numcol_ctr, .numcol_we);
   digit_ctr U_DGCTR (.clk, .rst, .enb_digit_ctr(nextbtn_pulse), .digit_ct);
   numcol_ctr U_NCCTR (.clk, .rst, .clr_numcol_ctr, .enb_numcol_ctr, .numcol_ct, .numcol_ctr_done(numcol_done));
   digit_generator U_DG (.num(digit_ct), .num_color, .numcol_index(numcol_ct), .col_out(numcol_out));
   assign numcol_addr = NUMCOL_OFFSET + numcol_ct;
   assign digit = digit_ct;   
endmodule  
module num_writer_fsm (input logic clk, rst, nextbtn_pulse, numcol_done,
		       output logic clr_numcol_ctr, enb_numcol_ctr,
                       output logic [3:0] numcol_we);  
   enum logic {PBWAIT, WRCOLS} state, next;
   always_ff @(posedge clk)
     if (rst) state <= WRCOLS;   
     else state <= next;
   always_comb
     begin
	clr_numcol_ctr = 0;
	enb_numcol_ctr = 0;
	numcol_we = 0;
	next = PBWAIT;
	case (state) 
	  PBWAIT: begin
	     clr_numcol_ctr = 1;
	     if (nextbtn_pulse) next = WRCOLS;
	     else next = PBWAIT;
	  end
	  WRCOLS: begin
	     enb_numcol_ctr = 1;
	     numcol_we = 4'b1111;  
	     if (numcol_done) next = PBWAIT;
	     else next = WRCOLS;
	  end
	endcase  
     end
endmodule  
module numcol_ctr (input logic clk, rst, clr_numcol_ctr, enb_numcol_ctr,
		   output logic [2:0] numcol_ct,
		   output logic       numcol_ctr_done);
   assign numcol_ctr_done = (numcol_ct == 5);
   always_ff @(posedge clk)
     if (rst || clr_numcol_ctr) numcol_ct <= 0;
     else if (enb_numcol_ctr) numcol_ct <= numcol_ct + 1;
endmodule  
module single_pulser(input logic clk, din, output logic d_pulse);
   logic dq1, dq2;
   always_ff @(posedge clk)
     begin
	   dq1 <= din;
	   dq2 <= dq1;
     end
   assign d_pulse = dq1 & ~dq2;
endmodule  
==> ./run.sh <==
#!/bin/bash
# OpenROAD 26Q1-2900-gdf79404cd8, Yosys 0.63+post, stock flow scripts
make -C /OpenROAD-flow-scripts/flow DESIGN_CONFIG=/design/flow/config.mk WORK_HOME=/design/flow/orfs finish
==> ./config.mk <==
export PLATFORM = sky130hd
export DESIGN_NAME = num_writer
export DESIGN_NICKNAME = num_writer
export VERILOG_FILES = /design/flow/design.v
export SDC_FILE = /design/flow/constraint.sdc
export NUM_CORES = 4
export LEC_CHECK = 1
export CORE_UTILIZATION = 40
==> ./constraint.sdc <==
current_design num_writer

set clk_period 3.4
set clk_io_pct 0.2

create_clock -name clk0 -period $clk_period [get_ports {clk}]

set non_clock_inputs [all_inputs -no_clocks]
set_input_delay [expr $clk_period * $clk_io_pct] -clock clk0 $non_clock_inputs
set_output_delay [expr $clk_period * $clk_io_pct] -clock clk0 [all_outputs]
==> notes.md <==
Reports from this run.

- The tightest min-delay check is of the reg -> reg type.
- Per the detail_route report, inserted antenna diodes total 0.
- On the final layout, the worst clock skew is 4.860 ps.
- In the post-synthesis netlist, the biggest area contributors are dfxtp_1 (23%), nor2_1 (8.6%), xor2_1 (4.6%).
- IR analysis of the VDD net gives a maximum drop of 345.7 uV.
- The mapped cell area reads about 0.0027 mm^2.
- The top routing layer in use reads met4.
- The leakage component of the power is ~1.2 nW.
- Looking at area per cell type in the netlist, the leader is dfxtp_1.
- The height of the die is 83.42 um.
- The top cell family by delay on the critical path is AND-OR/OR-AND gates.
- In the global route stage, overall resource usage came out at 0.2153.
- The detail route stage leaves a number of antenna-violating nets equal to 0.
- The portion of the post-synthesis area used by sequential elements is 0.2378.
- The most frequently used cell type in the post-synthesis netlist reads nor2_1.
- The post-placement cell count is approximately 470.
- In the setup report, the worst path falls into the class reg -> out.
- The share of async-settable or async-resettable flops after synthesis reads 0.
- Entering global routing, the biggest net connects 19 pins.
- Per the TritonCTS log, the buffer count is 5.
- The initial antenna violation count is 0.
- The maximum buffer depth of the clock tree reads 2.
- The yosys warning tally reads 7.
- The final timing report lists a hold violation count of 0.
- The number of primary I/O pins reads about 53.
- The width of the die is 83.42 um.
- Counting distinct cell types in the post-synthesis netlist gives slightly above 60.
- The count of non-filler cells in the finished layout reads 480.
- The worst path buffer plus inverter count reads 2.
- The total clock sinks is 31.
- The count of buffers inserted at the top-level ports reads 39.
- The number of synthesized flops with an enable pin is 1.
- The met2 wire length is around 3.1 mm.
- The power per cell area reads between 300 and 400 mW/mm^2.
- Detailed placement reports a standard cell area of 0.003098 mm^2.
- The initial detailed-routing violation count is around 390.
- The remaining routing DRC violations reads 0.
- The number of logged tool warnings is 30.
- The share of the core area taken by cells at floorplan is 0.4152.
- The layout overhead on the synthesized area reads 27.70%.
- The dominant register cell in the synthesized netlist reads dfxtp_1.
- The core region is about 0.0064 mm^2.
- As reported, the later end of the worst-skew pair has a clock insertion delay of roughly 280 ps.
- Yosys reports that the most numerous cell types are nor2_1 (61), dfxtp_1 (30), nand2_1 (22), a21oi_1 (16), buf_4 (16).
- The final instance area is 0.003386 mm^2.
- The maximum clock frequency is 301.7 MHz.
- The worst path arrival time reads between 2000 and 3000 ps.
- The tool flagged a number of max-cap violations equal to 0.
- The startpoint type of the worst setup path is a flip-flop.
- The post-route total power reads around 1.1 mW.
- In the per-layer breakdown of the detailed-route log, met1 shows roughly 3.4 mm.
- The cell row count is 29.
- The area recorded from the Yosys report for this design is 0.002651 mm^2.
- The routed wire length per instance reads between 15 and 20 um.
- Hold repair after CTS inserted 0 buffers.
- On the final layout, the worst hold slack is approximately 350 ps.
- The buffer type at the clock tree root reads clkbuf_8.
- The fraction of the cycle the final worst path needs is 0.9749.
- The first detailed-routing pass ran for 5 iterations.
- The number of setup violations in the final report reads 0.
- The via count of the first global-routing pass is roughly 2500.
- After technology mapping, the gate count stands at 359.
- The worst-margin pin slew reads between 500 and 600 ps.
- The worst-path maximum fanout reads 7.
- The register bit total from synthesis reads 31.
- Recorded from the global router log, the overflow total was 0.
- The run finished with clean final reports.
- The cell count listed in synth_stat.txt reads about 360.
- The met3 wire length reads 545 um.
- The kind of end point of the critical path reads an output pin.
- The number of pins exceeding their max-slew limit in the final report is 0.
- The core utilization of the finished layout reads 0.5302.
- The CTS H-tree depth reads 2.
- The largest individual stage delay along the critical path comes from the cell o41ai_4.
- The share of post-route cells with drive strength above 1 reads 0.1563.
- The per-cell via count in the routed design reads 5.798.
- The tightest slew margin relative to the limit is 0.6482.
- Per the gpl log, the routability congestion estimate is around 1.
- The number of fillers in the final layout reads ~600.
- The average size of a mapped cell is 7.385 um^2.
- The delay contributed by the slowest stage of the critical path is 430 ps.
- The overall via count from detail_route is around 2800.
- The share of the synthesized area in the top cell type is 0.2265.
- The wire length of the first global-routing pass reads roughly 12 mm.
- The die covers a little under 0.007 mm^2.
- Per STA, the worst path is made up of clkinvlp_4 -> ha_4 -> nor2b_4 -> o41ai_4 -> o22ai_2 -> nor4_4 -> a21oi_1 -> clkdlybuf4s50_1.
- The CTS tree is yes.
- The detailed placement HPWL reads between 5 and 6 mm.
- At the worst endpoint, the required time is 2720 ps.
- The total wirelength of the detailed-routed design is 7.350 mm.
- The routed design could run at a clock period as short as between 3000 and 4000 ps.
- Per the post-CTS timing run, clock transition at the registers of the reported paths is about 60 ps.
==> stage by stage <==
| stage | TNS (ps) | setup slack, ps |
|---|---|---|
| finish | 0 | 85.43 |
| global route | -41.53 | -20.13 |
| CTS | 0 | 33.60 |
| detailed placement | 0 | 67.59 |
| global placement | 0 | 104.6 |
| floorplan | 0 | 838.7 |
==> layout make-up <==
| cell class | instances | area, um^2 | share of cell area |
|---|---|---|---|
| Clock buffer | 7 | 107.6 | 0.03178 |
| Sequential cell | 31 | 640.6 | 0.1892 |
| Inverter | 7 | 30.03 | 0.008869 |
| Tap cell | 77 | 96.34 | 0.02846 |
| Multi-Input combinational cell | 293 | 1924 | 0.5684 |
| Timing Repair Buffer | 64 | 581.8 | 0.1718 |
| Clock inverter | 1 | 5.005 | 0.001478 |
==> metal layers <==
| layer | GRT usage | vias to the layer above |
|---|---|---|
| met2 | 0.3182 | 160 |
| met4 | 0.06780 | 0 |
| li1 | - | 1340 |
| met3 | 0.03128 | 24 |
| met5 | 0 | - |
| met1 | 0.3297 | 1259 |
==> placed cells by master (no fill, tap or decap), types with 4 or more instances in the layout <==
master,n
nor2_1,61
clkdlybuf4s50_1,39
dfxtp_1,26
buf_4,24
nand2_1,22
nor2b_1,14
a21oi_1,14
xor2_1,14
o21ai_0,13
nor3_1,13
conb_1,13
nand3_1,12
o211ai_1,7
nand2b_1,7
inv_1,6
o21a_1,6
xnor2_1,6
clkbuf_8,6
nor4_1,5
o31ai_1,4
a31oi_1,4
nand4_1,4
==> flip-flops by register name, indices dropped and copies added, names as in the netlist <==
signal	count
U_NCCTR.numcol_ct	3
U_SP.dq2	1
U_DB.pb_q2	1
U_DGCTR.digit_ct	4
U_DB.pb_q1	1
U_NWFSM.state	1
U_SP.dq1	1
U_DB.pb_debounced	1
U_DB.count	18
==> final timing paths <==
kind / start / endpoint / slack (ps) / cells after the start
hold / removal: U_DB.pb_debounced / U_SP.dq1 / 350 / 0
setup / recovery: U_NCCTR.numcol_ct[0] / numcol_out[13] / 90 / 8
hold reg to reg: U_DB.pb_debounced / U_SP.dq1 / 350 / 0
setup reg to reg: U_DB.count[17] / U_DB.count[12] / 1770 / 5
==> power by group <==
part | leakage, nW | switching (mW) | internal [mW]
Sequential | 0.256 | 0.0141 | 0.377
Combinational | 0.922 | 0.175 | 0.174
Clock | 0.0594 | 0.133 | 0.207
Total | 1.24 | 0.322 | 0.758
==> worst reg2reg max path, delay by kind of cell, from the launching register on <==
family | cells | cell delay [ps]
and+or+nand+nor | 4 | 990
xor gates and xnor gates | 1 | 150
DFF | 1 | 380
==> kinds of logic after synthesis <==
| logic type | after synthesis | share of synthesized area |
|---|---|---|
| other | 2 | 0.002833 |
| AOI/OAI and AO/OA | 86 | 0.2402 |
| DFF | 31 | 0.2379 |
| and+or+nand+nor | 165 | 0.3115 |
| muxes | 1 | 0.003776 |
| buffers and inverters | 46 | 0.1001 |
| adders and majority gates | 8 | 0.03776 |
| xor gates and xnor gates | 20 | 0.06607 |
==> what timing repair did <==
item                                    in CTS  in global routing
setup buffers                                0                  4
pin swaps                                    1                  7
endpoints found under the setup margin      20                 16
gates resized                                7                 26
Power figures rest on the tool's default switching activity, not on a simulated workload.
